**./run.sh**
```bash
#!/bin/bash
# OpenROAD 26Q1-2900-gdf79404cd8, Yosys 0.63+post, stock flow scripts
make -C /OpenROAD-flow-scripts/flow DESIGN_CONFIG=/design/flow/config.mk WORK_HOME=/design/flow/orfs finish
```
**./config.mk**
```make
export PLATFORM = sky130hd
export DESIGN_NAME = axis_converter_lite_wrapper_v
export DESIGN_NICKNAME = axis_converter_lite_wrapper_v
export VERILOG_FILES = /design/flow/design.v
export SDC_FILE = /design/flow/constraint.sdc
export NUM_CORES = 4
export LEC_CHECK = 1
export CORE_UTILIZATION = 30
export SYNTH_HDL_FRONTEND = slang
```
**./constraint.sdc**
```tcl
current_design axis_converter_lite_wrapper_v

set clk_period 6.2
set clk_io_pct 0.2

create_clock -name clk0 -period $clk_period [get_ports {aclk}]

set non_clock_inputs [all_inputs -no_clocks]
set_input_delay [expr $clk_period * $clk_io_pct] -clock clk0 $non_clock_inputs
set_output_delay [expr $clk_period * $clk_io_pct] -clock clk0 [all_outputs]
```
**./design.v**
```verilog
interface axis_if;
    parameter AXI_DATA_WIDTH = 32;
    logic   [AXI_DATA_WIDTH-1:0]    tdata;
    logic                           tvalid;
    logic                           tready;
    modport m_axis
    (
        output tdata,
        output tvalid,
        input  tready
    );
    modport s_axis
    (
        input  tdata,
        input  tvalid,
        output tready
    );
endinterface
interface axil_if;
    parameter AXI_DATA_WIDTH = 32;
    parameter AXI_ADDR_WIDTH = 32;
    logic   [AXI_ADDR_WIDTH-1:0]        awaddr;
    logic                               awvalid;
    logic                               awready;
    logic   [AXI_DATA_WIDTH-1:0]        wdata;
    logic   [AXI_DATA_WIDTH/8-1:0]      wstrb;
    logic                               wvalid;
    logic                               wready;
    logic   [1:0]                       bresp;
    logic                               bvalid;
    logic                               bready;
    logic   [AXI_ADDR_WIDTH-1:0]        araddr;
    logic                               arvalid;
    logic                               arready;
    logic   [AXI_DATA_WIDTH-1:0]        rdata;
    logic   [1:0]                       rresp;
    logic                               rvalid;
    logic                               rready;
    modport s_axil
    (
        input  awaddr,
        input  awvalid,
        output awready,
        input  wdata,
        input  wstrb,
        input  wvalid,
        output wready,
        output bresp,
        output bvalid,
        input  bready,
        input  araddr,
        input  arvalid,
        output arready,
        output rdata,
        output rresp,
        output rvalid,
        input  rready
    );
endinterface
`timescale 1ns / 1ps
module axis_converter_lite
#(parameter AXI_DATA_WIDTH = 32,
            AXI_ADDR_WIDTH = 32,
            AXI_ADDR       = 32'h0000_0001)
(
    input   logic                               aclk,
    input   logic                               aresetn,
    axis_if.m_axis                              m_axis,
    axis_if.s_axis                              s_axis,
    axil_if.s_axil                              s_axil   
);
    logic   [AXI_DATA_WIDTH-1:0]        m_axis_tdata_buf;
    logic                               m_axis_flag;
    logic   [AXI_DATA_WIDTH-1:0]        s_axis_tdata_buf;
    typedef enum logic [1:0]
    {  
        WRITE_IDLE,
        WRITE_PAUSE,
        WRITE_TRAN_1,
        WRITE_TRAN_2
    } state_type_wr;
    state_type_wr state_wr;
    always_ff @(posedge aclk)
    begin
        if (!aresetn)
        begin
            state_wr <= WRITE_IDLE;
            s_axil.awready <= 1'b0;
            s_axil.wready <= 1'b0;
            s_axil.bvalid <= 1'b0;
            s_axil.bresp <= 2'b00;
            m_axis.tdata <= '0;
            m_axis.tvalid <= 1'b0;
        end else
        begin
            case (state_wr)
                WRITE_IDLE:
                    begin
                        if (!(&{s_axil.awvalid, s_axil.wvalid}))
                        begin
                            state_wr <= WRITE_IDLE;
                        end else 
                        begin
                            state_wr <= WRITE_PAUSE;
                            s_axil.awready <= 1'b1;
                            s_axil.wready <= 1'b1;
                            if (s_axil.awaddr == AXI_ADDR)
                            begin
                                m_axis_tdata_buf <= s_axil.wdata;
                                s_axil.bresp <= 2'b00;
                            end else
                            begin
                                s_axil.bresp <= 2'b11;
                            end
                        end
                    end
                WRITE_PAUSE:
                    begin
                        state_wr <= WRITE_TRAN_1;
                        s_axil.awready <= 1'b0;
                        s_axil.wready <= 1'b0;
                        s_axil.bvalid <= 1'b1;
                    end
                WRITE_TRAN_1:
                    begin
                        if (!s_axil.bready)
                        begin
                            state_wr <= WRITE_TRAN_1;
                        end else
                        begin
                            s_axil.bvalid <= 1'b0;
                            s_axil.bresp <= 2'b00;
                            if (&s_axil.bresp)
                            begin
                                state_wr <= WRITE_IDLE;
                            end else
                            begin
                                state_wr <= WRITE_TRAN_2;
                                m_axis.tdata <= m_axis_tdata_buf;
                                m_axis.tvalid <= 1'b1;                             
                            end
                        end
                    end
                WRITE_TRAN_2:
                    begin
                        if (!m_axis.tready)
                        begin
                            state_wr <= WRITE_TRAN_2;
                        end else
                        begin
                            state_wr <= WRITE_IDLE;
                            m_axis.tdata <= '0;
                            m_axis.tvalid <= 1'b0;
                        end
                    end
            endcase
        end
    end
    typedef enum logic [1:0]
    {  
        READ_IDLE,
        READ_PAUSE,
        READ_RESP
    } state_type_rd;
    state_type_rd state_rd;
    always_ff @(posedge aclk)
    begin
        if (!aresetn)
        begin
            state_rd <= READ_IDLE;
            s_axil.arready <= 1'b0;
            s_axil.rdata <= '0;
            s_axil.rresp <= 2'b00;
            s_axil.rvalid <= 1'b0;
            s_axis.tready <= 1'b0;           
        end else
        begin
            case (state_rd)
                READ_IDLE:
                    begin
                        if (!s_axil.arvalid)
                        begin
                            state_rd <= READ_IDLE;
                        end else 
                        begin
                            if (s_axil.araddr == AXI_ADDR)
                            begin
                                if (!s_axis.tvalid)
                                begin
                                    state_rd <= READ_IDLE;
                                end else
                                begin
                                    state_rd <= READ_PAUSE;
                                    s_axil.arready <= 1'b1;
                                    s_axil.rresp <= 2'b00;
                                    s_axis_tdata_buf <= s_axis.tdata;
                                    s_axis.tready <= 1'b1;
                                end
                            end else
                            begin
                                state_rd <= READ_PAUSE;
                                s_axil.arready <= 1'b1;
                                s_axil.rresp <= 2'b11;
                            end
                        end
                    end
                READ_PAUSE:
                    begin
                        state_rd <= READ_RESP;
                        s_axil.arready <= 1'b0;
                        s_axil.rvalid <= 1'b1;
                        s_axis.tready <= 1'b0;
                        if (&s_axil.rresp)
                        begin
                            s_axil.rdata <= '0;
                        end else
                        begin
                            s_axil.rdata <= s_axis_tdata_buf;
                        end
                    end
                READ_RESP:
                    begin
                        if (!s_axil.rready)
                        begin
                            state_rd <= READ_RESP;
                        end else
                        begin
                            state_rd <= READ_IDLE;
                            s_axil.rdata <= '0;
                            s_axil.rvalid <= 1'b0;
                            s_axil.rresp <= 2'b00;
                        end
                    end
            endcase
        end
    end
endmodule
module axis_converter_lite_wrapper_sv
#(parameter AXI_DATA_WIDTH = 32,
            AXI_ADDR_WIDTH = 32,
            AXI_ADDR       = 32'h0000_0001)
(
    input  logic                            aclk,
    input  logic                            aresetn,
    input  logic   [AXI_DATA_WIDTH-1:0]     s_axis_tdata,
    input  logic                            s_axis_tvalid,
    output logic                            s_axis_tready,
    output logic   [AXI_DATA_WIDTH-1:0]     m_axis_tdata,
    output logic                            m_axis_tvalid,
    input  logic                            m_axis_tready,
    input  logic   [AXI_ADDR_WIDTH-1:0]     s_axil_awaddr,
    input  logic                            s_axil_awvalid,
    output logic                            s_axil_awready,
    input  logic   [AXI_DATA_WIDTH-1:0]     s_axil_wdata,
    input  logic   [AXI_DATA_WIDTH/8-1:0]   s_axil_wstrb,
    input  logic                            s_axil_wvalid,
    output logic                            s_axil_wready,
    output logic   [1:0]                    s_axil_bresp,
    output logic                            s_axil_bvalid,
    input  logic                            s_axil_bready,
    input  logic   [AXI_ADDR_WIDTH-1:0]     s_axil_araddr,
    input  logic                            s_axil_arvalid,
    output logic                            s_axil_arready,
    output logic   [AXI_DATA_WIDTH-1:0]     s_axil_rdata,
    output logic   [1:0]                    s_axil_rresp,
    output logic                            s_axil_rvalid,
    input  logic                            s_axil_rready
);
    axis_if #(.AXI_DATA_WIDTH(AXI_DATA_WIDTH)) m_axis();
    axis_if #(.AXI_DATA_WIDTH(AXI_DATA_WIDTH)) s_axis();
    axil_if #(.AXI_DATA_WIDTH(AXI_DATA_WIDTH), .AXI_ADDR_WIDTH(AXI_ADDR_WIDTH)) s_axil();
    generate
        assign m_axis_tdata   = m_axis.tdata;
        assign m_axis_tvalid  = m_axis.tvalid;
        assign m_axis.tready  = m_axis_tready;
        assign s_axis.tdata   = s_axis_tdata;
        assign s_axis.tvalid  = s_axis_tvalid;
        assign s_axis_tready  = s_axis.tready;
        assign s_axil.awaddr  = s_axil_awaddr;
        assign s_axil.awvalid = s_axil_awvalid;
        assign s_axil_awready = s_axil.awready;
        assign s_axil.wdata   = s_axil_wdata;
        assign s_axil.wstrb   = s_axil_wstrb;
        assign s_axil.wvalid  = s_axil_wvalid;
        assign s_axil_wready  = s_axil.wready;
        assign s_axil_bresp   = s_axil.bresp;
        assign s_axil_bvalid  = s_axil.bvalid;
        assign s_axil.bready  = s_axil_bready;
        assign s_axil.araddr  = s_axil_araddr;
        assign s_axil.arvalid = s_axil_arvalid;
        assign s_axil_arready = s_axil.arready;
        assign s_axil_rdata   = s_axil.rdata;
        assign s_axil_rresp   = s_axil.rresp;
        assign s_axil_rvalid  = s_axil.rvalid;
        assign s_axil.rready  = s_axil_rready;
    endgenerate
    axis_converter_lite #
    (
        .AXI_DATA_WIDTH(AXI_DATA_WIDTH),
        .AXI_ADDR_WIDTH(AXI_ADDR_WIDTH),
        .AXI_ADDR(AXI_ADDR)
    ) 
    axis_converter_lite_inst
    (
        .*
    );
endmodule
module axis_converter_lite_wrapper_v
#(parameter AXI_DATA_WIDTH = 32,
            AXI_ADDR_WIDTH = 32,
            AXI_ADDR       = 32'h0000_0001)
(
    input  wire                            aclk,
    input  wire                            aresetn,
    input  wire   [AXI_DATA_WIDTH-1:0]     s_axis_tdata,
    input  wire                            s_axis_tvalid,
    output wire                            s_axis_tready,
    output wire   [AXI_DATA_WIDTH-1:0]     m_axis_tdata,
    output wire                            m_axis_tvalid,
    input  wire                            m_axis_tready,
    input  wire   [AXI_ADDR_WIDTH-1:0]     s_axil_awaddr,
    input  wire                            s_axil_awvalid,
    output wire                            s_axil_awready,
    input  wire   [AXI_DATA_WIDTH-1:0]     s_axil_wdata,
    input  wire   [AXI_DATA_WIDTH/8-1:0]   s_axil_wstrb,
    input  wire                            s_axil_wvalid,
    output wire                            s_axil_wready,
    output wire   [1:0]                    s_axil_bresp,
    output wire                            s_axil_bvalid,
    input  wire                            s_axil_bready,
    input  wire   [AXI_ADDR_WIDTH-1:0]     s_axil_araddr,
    input  wire                            s_axil_arvalid,
    output wire                            s_axil_arready,
    output wire   [AXI_DATA_WIDTH-1:0]     s_axil_rdata,
    output wire   [1:0]                    s_axil_rresp,
    output wire                            s_axil_rvalid,
    input  wire                            s_axil_rready
);
    axis_converter_lite_wrapper_sv #(
        .AXI_DATA_WIDTH(AXI_DATA_WIDTH),
        .AXI_ADDR_WIDTH(AXI_ADDR_WIDTH),
        .AXI_ADDR(AXI_ADDR)
    ) 
    axis_converter_lite_wrapper_sv_inst
    (
        .aclk(aclk),
        .aresetn(aresetn),
        .s_axis_tdata(s_axis_tdata),
        .s_axis_tvalid(s_axis_tvalid),
        .s_axis_tready(s_axis_tready),
        .m_axis_tdata(m_axis_tdata),
        .m_axis_tvalid(m_axis_tvalid),
        .m_axis_tready(m_axis_tready),
        .s_axil_awaddr(s_axil_awaddr),
        .s_axil_awvalid(s_axil_awvalid),
        .s_axil_awready(s_axil_awready),
        .s_axil_wdata(s_axil_wdata),
        .s_axil_wstrb(s_axil_wstrb),
        .s_axil_wvalid(s_axil_wvalid),
        .s_axil_wready(s_axil_wready),
        .s_axil_bresp(s_axil_bresp),
        .s_axil_bvalid(s_axil_bvalid),
        .s_axil_bready(s_axil_bready),
        .s_axil_araddr(s_axil_araddr),
        .s_axil_arvalid(s_axil_arvalid),
        .s_axil_arready(s_axil_arready),
        .s_axil_rdata(s_axil_rdata),
        .s_axil_rresp(s_axil_rresp),
        .s_axil_rvalid(s_axil_rvalid),
        .s_axil_rready(s_axil_rready)
    );
endmodule
```
==> impl_metrics.json <==
{
  "portBuffers": 211,
  "fin_crit_sh_pct": 47.7,
  "cts.htree.levels": 4,
  "r2r_slack_ps": 4560,
  "cts_num_sinks": 143,
  "worst_slack_ps": 3240,
  "grtUsageMet2_pct": 22.0,
  "grt_antenna_before_repair": 0,
  "rows": 47,
  "post-route-min-period_ps": 2960,
  "drt_iter0_markers": 179,
  "cp_data_required_time_ps": 6260,
  "peakVddDrop_v": 0.000189,
  "edf_count": 64,
  "dp.cells": 799,
  "lay_top_count": "clkdlybuf4s50_1",
  "ctsRootBufferMaster": "clkbuf_16",
  "synth_area_per_cell_um2": 13.4,
  "cp_data_arrival_time_ps": 3010,
  "fp.dieH_um": 133,
  "async_flop_share_pct": 0,
  "yosys_area_mm2": 0.00519,
  "p_leak_nw": 2.61,
  "clockBufferDepth": 2,
  "top_usage_layer": "met2",
  "wire_per_inst_um": 15.0,
  "yosysWarnings": 0,
  "warnings": 29,
  "endpoint_kind": "flop",
  "synth.distinct_cells": 41,
  "ys_cells": 387,
  "antenna_cells": 0,
  "grt_pass1_vias": 3896,
  "setup_viol": 0,
  "fmax_ghz": 0.338,
  "hp-class": "flop to flop",
  "p_per_area_mw_per_mm2": 265,
  "netlist_area_mm2": 0.00519,
  "totalWireLength_mm": 12.4,
  "post_cts_buffers": 0,
  "initCoreUtil_pct": 31.0,
  "drtAntennaViolNets": 0,
  "numCtsBuffers": 17,
  "met1_usage_pct": 21.3,
  "drive_above_1_share_pct": 8.67,
  "relSlewSlack_pct": 61.7,
  "clock_latency_ps": 410,
  "drc": 0,
  "path_max_fanout": 32,
  "fin_cells": 831,
  "grt_use_met3_pct": 5.75,
  "final_cell_mix": "clkdlybuf4s50_1, dfxtp_1, nor2b_1",
  "cp-start-kind": "input port",
  "routed-via-count": 3796,
  "seq_area_frac_synth_pct": 67.5,
  "grt_pass1_wl_mm": 19.8,
  "clk_pin_slew_worst_paths_ps": 60,
  "die_width_um": 133,
  "flop_cell": "dfxtp_1",
  "dieArea_mm2": 0.0178,
  "ys_ff": 143,
  "hold_buffers": 0,
  "final.setup_skew_ps": 7.09,
  "hold_viol": 0,
  "fin_total_pwr_mw": 2.12,
  "drv_cap": 0,
  "rsz0062_at_grt": "no",
  "ios": 216,
  "firstDrtPassIters": 4,
  "postSynthCellCount": 387,
  "place_ws_ps": 2810,
  "status": "completed",
  "area_growth_pct": 54.1,
  "critPathKind": "input port to flop",
  "cts_tree": "built",
  "track_usage_pct": 14.6,
  "cts_resized": 0,
  "final_max_slew_viol_count": 0,
  "tns_ps": 0,
  "grt_max_degree": 49,
  "design.core.area_mm2": 0.0168,
  "grt-ovfl-total": 0,
  "gp_congestion": 0.843,
  "worstMarginPinSlew_ps": 575,
  "dp_hpwl_mm": 8.31,
  "via_per_inst": 4.57
}
## critical path, cell delays in order
cell and delay (ps):
clkdlybuf4s50_1 400, nor4_1 370, nand4_1 260, nor4_2 300, buf_4 430
## final cells by class
cell class	count	area, um^2
fillers	1426	8770
inverters	5	18.8
clock buffers	18	429
well taps	220	275
repair buffers	218	2160
multi-input cells	213	1490
clock inverters	14	120
flip-flops and latches	143	3500
## cell families after synthesis
logic type	after synthesis	share of synthesized area, %
compound gates	90	13.4
buf+inv	31	4.08
flops	143	67.5
mux	1	0.193
simple gates	122	14.8
## where the power goes
part / total [mW] / switching, mW / internal, mW
sequential: 1.01 / 0.0120 / 0.999
combinational: 0.175 / 0.0515 / 0.124
clock: 0.936 / 0.386 / 0.550
## final timing paths
| check | cells past startpoint | startpoint | endpoint |
|---|---|---|---|
| setup / recovery | 5 | s_axil_araddr[26] | flop |
| hold / removal | 2 | flop | flop |
| setup reg to reg | 3 | flop | flop |
| hold reg to reg | 2 | flop | flop |
## metrics by stage
stage / hold WS (ps) / area [um^2] / util [%]
finish: 510 / 7990 / 47.7
CTS: 512 / 7990 / 47.7
global route: 531 / 7990 / 47.7
detailed placement: 498 / 7440 / 44.4
global placement: 494 / 7440 / 44.4
floorplan: 452 / 5190 / -
## synth_stat cells, types with 4 or more instances
library cell / instances / area (um^2)
nand2_1: 4 / 15.0
edfxtp_1: 64 / 1920
nor4_1: 15 / 93.8
buf_6: 9 / 101
o21ai_0: 4 / 20.0
nand4_1: 9 / 56.3
a21oi_1: 6 / 30.0
nor2_1: 5 / 18.8
dfxtp_1: 79 / 1580
a22oi_1: 59 / 443
a21boi_0: 4 / 30.0
a22oi_2: 5 / 62.6
clkbuf_1: 9 / 33.8
inv_1: 5 / 18.8
buf_4: 7 / 52.6
nor2b_1: 71 / 444
## metal layers
| layer | share of wire [%] | wire [um] |
|---|---|---|
| met5 | 0 | 0 |
| met4 | 0.98 | 122 |
| met3 | 8.7 | 1080 |
| met2 | 44 | 5470 |
| met1 | 46 | 5770 |
Power is estimated from default activity; no workload was simulated.
