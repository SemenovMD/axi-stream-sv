## flow/run.sh

```bash
#!/bin/bash
# OpenROAD 26Q1-2900-gdf79404cd8, Yosys 0.63+post, stock flow scripts
make -C /OpenROAD-flow-scripts/flow DESIGN_CONFIG=/design/flow/config.mk WORK_HOME=/design/flow/orfs finish
```

## flow/config.mk

```make
export PLATFORM = sky130hd
export DESIGN_NAME = axis_fifo_wrapper_v
export DESIGN_NICKNAME = axis_fifo_wrapper_v
export VERILOG_FILES = /design/flow/design.v
export SDC_FILE = /design/flow/constraint.sdc
export NUM_CORES = 4
export LEC_CHECK = 1
export CORE_UTILIZATION = 30
export SYNTH_HDL_FRONTEND = slang
```

## flow/constraint.sdc

```tcl
current_design axis_fifo_wrapper_v

set clk_period 17.6
set clk_io_pct 0.2

create_clock -name clk0 -period $clk_period [get_ports {aclk}]

set non_clock_inputs [all_inputs -no_clocks]
set_input_delay [expr $clk_period * $clk_io_pct] -clock clk0 $non_clock_inputs
set_output_delay [expr $clk_period * $clk_io_pct] -clock clk0 [all_outputs]
```

## flow/design.v

```verilog
interface axis_if;
    parameter AXI_DATA_WIDTH = 32;
    logic   [AXI_DATA_WIDTH-1:0]    tdata;
    logic                           tvalid;
    logic                           tready;
    modport m_axis
    (
        output tdata,
        output tvalid,
        input  tready
    );
    modport s_axis
    (
        input  tdata,
        input  tvalid,
        output tready
    );
endinterface
interface axil_if;
    parameter AXI_DATA_WIDTH = 32;
    parameter AXI_ADDR_WIDTH = 32;
    logic   [AXI_ADDR_WIDTH-1:0]        awaddr;
    logic                               awvalid;
    logic                               awready;
    logic   [AXI_DATA_WIDTH-1:0]        wdata;
    logic   [AXI_DATA_WIDTH/8-1:0]      wstrb;
    logic                               wvalid;
    logic                               wready;
    logic   [1:0]                       bresp;
    logic                               bvalid;
    logic                               bready;
    logic   [AXI_ADDR_WIDTH-1:0]        araddr;
    logic                               arvalid;
    logic                               arready;
    logic   [AXI_DATA_WIDTH-1:0]        rdata;
    logic   [1:0]                       rresp;
    logic                               rvalid;
    logic                               rready;
    modport s_axil
    (
        input  awaddr,
        input  awvalid,
        output awready,
        input  wdata,
        input  wstrb,
        input  wvalid,
        output wready,
        output bresp,
        output bvalid,
        input  bready,
        input  araddr,
        input  arvalid,
        output arready,
        output rdata,
        output rresp,
        output rvalid,
        input  rready
    );
endinterface
`timescale 1ns / 1ps
module axis_fifo
#(parameter AXI_DATA_WIDTH = 32,
            AXI_DATA_DEPTH = 32)
(
    input   logic                           aclk,
    input   logic                           aresetn,
    output  logic                           fifo_empty,
    output  logic                           fifo_half,
    output  logic                           fifo_full,
    axis_if.m_axis                          m_axis,
    axis_if.s_axis                          s_axis
);
    logic [AXI_DATA_WIDTH-1:0] mem [AXI_DATA_DEPTH];
    logic [$clog2(AXI_DATA_DEPTH)-1:0]      index_rd;
    logic [$clog2(AXI_DATA_DEPTH)-1:0]      index_wr;
    logic [$clog2(AXI_DATA_DEPTH)-1:0]      index_rd_wr;
    typedef enum logic
    {  
        FIFO_IDLE_RD,
        FIFO_HAND_RD        
    } state_type_fifo_rd;
    state_type_fifo_rd state_rd;
    always_ff @(posedge aclk) 
    begin
        if (!aresetn)
        begin
            state_rd <= FIFO_IDLE_RD;
            m_axis.tdata <= '0;
            m_axis.tvalid <= 1'b0;
            index_rd <= '0;
        end else 
        begin
            case (state_rd)
                FIFO_IDLE_RD:
                    begin
                        if (fifo_empty)
                        begin
                            state_rd <= FIFO_IDLE_RD;
                        end else
                        begin
                            state_rd <= FIFO_HAND_RD;
                            m_axis.tdata <= mem[index_rd];
                            m_axis.tvalid <= 1'b1;
                        end
                    end
                FIFO_HAND_RD:
                    begin
                        if (!m_axis.tready)
                        begin
                            state_rd <= FIFO_HAND_RD;
                        end else
                        begin
                            state_rd <= FIFO_IDLE_RD;
                            m_axis.tdata <= '0;
                            m_axis.tvalid <= 1'b0;
                            index_rd <= index_rd + 1;
                        end
                    end
            endcase
        end
    end
    typedef enum logic
    {  
        FIFO_IDLE_WR,
        FIFO_HAND_WR
    } state_type_fifo_wr;
    state_type_fifo_wr state_wr;
    always_ff @(posedge aclk) 
    begin
        if (!aresetn)
        begin
            state_wr <= FIFO_IDLE_WR;
            s_axis.tready <= 1'b0;
            index_wr <= '0;
        end else 
        begin
            case (state_wr)
                FIFO_IDLE_WR:
                    begin
                        if (fifo_full)
                        begin
                            state_wr <= FIFO_IDLE_WR;
                        end else
                        begin
                            state_wr <= FIFO_HAND_WR;
                            s_axis.tready <= 1'b1;
                        end
                    end
                FIFO_HAND_WR:
                    begin
                        if (!s_axis.tvalid)
                        begin
                            state_wr <= FIFO_HAND_WR;
                        end else
                        begin
                            state_wr <= FIFO_IDLE_WR;
                            s_axis.tready <= 1'b0;
                            index_wr <= index_wr + 1;
                            mem[index_wr] <= s_axis.tdata;
                        end
                    end
            endcase
        end
    end
    always_ff @(posedge aclk) 
    begin
        if (!aresetn) 
        begin
            index_rd_wr <= '0;
        end else 
        begin
            if ((state_rd == FIFO_HAND_RD && m_axis.tready && m_axis.tvalid) && (state_wr == FIFO_HAND_WR && s_axis.tready && s_axis.tvalid))
            begin
                index_rd_wr <= index_rd_wr;
            end else if (state_rd == FIFO_HAND_RD && m_axis.tready && m_axis.tvalid)
            begin
                index_rd_wr <= index_rd_wr - 1;
            end else if (state_wr == FIFO_HAND_WR && s_axis.tready && s_axis.tvalid)
            begin
                index_rd_wr <= index_rd_wr + 1;
            end
        end
    end
    assign fifo_empty = (index_wr == index_rd) ? 1 : 0;
    assign fifo_half  = (index_rd_wr > AXI_DATA_DEPTH/2 - 1) ? 1 : 0;
    assign fifo_full  = (index_rd_wr == (AXI_DATA_DEPTH - 1)) ? 1 : 0;
endmodule
module axis_fifo_wrapper_sv
#(parameter AXI_DATA_WIDTH = 32,
            AXI_DATA_DEPTH = 32)
(
    input  logic                            aclk,
    input  logic                            aresetn,
    output  logic                           fifo_empty,
    output  logic                           fifo_half,
    output  logic                           fifo_full,
    input  logic   [AXI_DATA_WIDTH-1:0]     s_axis_tdata,
    input  logic                            s_axis_tvalid,
    output logic                            s_axis_tready,
    output logic   [AXI_DATA_WIDTH-1:0]     m_axis_tdata,
    output logic                            m_axis_tvalid,
    input  logic                            m_axis_tready
);
    axis_if #(.AXI_DATA_WIDTH(AXI_DATA_WIDTH)) m_axis();
    axis_if #(.AXI_DATA_WIDTH(AXI_DATA_WIDTH)) s_axis();
    generate
        assign m_axis_tdata  = m_axis.tdata;
        assign m_axis_tvalid = m_axis.tvalid;
        assign m_axis.tready = m_axis_tready;
        assign s_axis.tdata  = s_axis_tdata;
        assign s_axis.tvalid = s_axis_tvalid;
        assign s_axis_tready = s_axis.tready;
    endgenerate
    axis_fifo #
    (
        .AXI_DATA_WIDTH(AXI_DATA_WIDTH),
        .AXI_DATA_DEPTH(AXI_DATA_DEPTH)
    ) 
    axis_fifo_inst
    (
        .*
    );
endmodule
module axis_fifo_wrapper_v
#(parameter AXI_DATA_WIDTH = 32,
            AXI_DATA_DEPTH = 32)
(
    input  wire                            aclk,
    input  wire                            aresetn,
    output wire                            fifo_empty,
    output wire                            fifo_half,
    output wire                            fifo_full,
    input  wire   [AXI_DATA_WIDTH-1:0]     s_axis_tdata,
    input  wire                            s_axis_tvalid,
    output wire                            s_axis_tready,
    output wire   [AXI_DATA_WIDTH-1:0]     m_axis_tdata,
    output wire                            m_axis_tvalid,
    input  wire                            m_axis_tready
);
    axis_fifo_wrapper_sv #(
        .AXI_DATA_WIDTH(AXI_DATA_WIDTH),
        .AXI_DATA_DEPTH(AXI_DATA_DEPTH)
    ) 
    axis_fifo_wrapper_sv_inst
    (
        .aclk(aclk),
        .aresetn(aresetn),
        .fifo_empty(fifo_empty),
        .fifo_half(fifo_half),
        .fifo_full(fifo_full),
        .s_axis_tdata(s_axis_tdata),
        .s_axis_tvalid(s_axis_tvalid),
        .s_axis_tready(s_axis_tready),
        .m_axis_tdata(m_axis_tdata),
        .m_axis_tvalid(m_axis_tvalid),
        .m_axis_tready(m_axis_tready)
    );
endmodule
```

==> impl_metrics.py <==
# Physical implementation metrics
metrics = {
    "routing": {
        "ant_nets": 0,
        "wl_per_cell_microns": 22.86,
        "drt_first_pass_iters": 5,
        "drt_iter0_drc": 1155,
        "viasPerCell": 4.821,
        "dr_total_vias": 20406,
        "num_antenna_cells": 0,
        "drt_wl_total_microns": 96780,
        "drc": 0,
    },
    "placement": {
        "dp_slack_ns": 11.37,
        "finalWeightedCongestion": 0.8760,
        "placed_area_sq_um": 45170,
        "port_buffers": 72,
        "dp_cells": 4036,
        "hpwl_microns": 58480,
    },
    "synthesis": {
        "synthTopCellsByArea": "edfxtp_1 (73%), mux2i_1 (5.6%), mux4_2 (4.0%)",
        "avgSynthCellArea_sq_um": 19.63,
        "yosys_warnings": 0,
        "ys_ff": 1080,
        "synth_top_area_share_pct": 73.35,
        "synth.distinct_cells": 49,
        "ys_cells": 2136,
        "synth_seq_share_pct": 76.02,
        "edf_count": 1024,
        "synth.most_common_cell": "edfxtp_1",
        "ys.flop_type": "edfxtp_1",
        "syn_area_sq_um": 41920,
        "common_cells": "edfxtp_1 (1024), mux2i_1 (233), mux2_2 (93)",
        "yosys.area.top_type": "edfxtp_1",
        "yosysChipArea_sq_um": 41920,
        "synth_cells": 2136,
        "ys_async_sr_fraction_pct": 0,
    },
    "power": {
        "combPwrFrac_pct": 4.1,
        "p_leak_nw": 14.48,
        "swShare_pct": 20.52,
        "clkPwrFrac_pct": 42.1,
        "power.internal_mw": 4.211,
        "power.density_nw_per_um2": 109.0,
        "finalPower_mw": 5.298,
        "seqPwrFrac_pct": 53.8,
        "switching_power_mw": 1.087,
        "vdd_ir_drop_max_uv": 74.35,
    },
    "final_timing": {
        "post-route-period-util_pct": 33.50,
        "fin_ws_ns": 11.70,
        "totalNegativeSetupSlack_ns": 0,
        "fin_skew_ns": 0.02958,
        "min_period_ns": 5.896,
        "whs_ns": 0.5168,
        "clock.fmax_mhz": 169.6,
        "rsz0062_at_grt": "no",
        "worstMarginPinSlew_ns": 0.9255,
        "slew_violations": 0,
        "slew_headroom_pct": 38.16,
        "setup_viol_count_final": 0,
        "hold_viol": 0,
    },
    "global_route": {
        "grt_remaining_overflow": 0,
        "grt_pass1_vias": 22040,
        "antenna_found_initial": 1,
        "grt_pass1_wl_microns": 143000,
        "grt_max_degree": 84,
        "gr-usage-all-layers_pct": 14.62,
    },
    "layout": {
        "drive_gt1_share_pct": 18.99,
        "utilization_pct": 35.24,
        "syn2layout_area_growth_pct": 15.99,
        "stdcell_count": 4233,
        "fin_area_sq_um": 48630,
    },
    "clock_tree": {
        "cts-root-buf": "clkbuf_16",
        "cts_resized": 0,
        "numCtsBuffers": 105,
        "clk-insertion-delay-late_ns": 0.69,
        "h-tree-depth": 3,
        "cts-hold-fix-buffers": 0,
        "cts_tree": "done",
        "cts.clk_slew.worst_paths_ns": 0.06,
        "clock-sinks": 1080,
        "clock_path_buffers": 3,
        "postCtsSetupRepairBufs": 0,
    },
    "floorplanning": {
        "core_area_sq_um": 138000,
        "initial_utilization_pct": 30.38,
        "num_rows": 136,
        "die_y_microns": 375.8,
        "fp.dieArea_sq_um": 141200,
        "pin_count": 73,
        "chipWidth_microns": 375.8,
    },
    "run_status": {
        "status": "completed",
    },
    "setup_path": {
        "cp-endpoint": "fifo_empty",
        "worstPathRequired_ns": 14.08,
        "path_max_fanout": 11,
        "ff2ff_setup_slack_ns": 13.11,
        "start_kind": "register",
        "endpoint_kind": "primary output",
        "crit_type": "reg2out",
        "reg2reg_depth": 8,
        "arrival_ns": 2.38,
    },
    "flow_run": {
        "warnings": 29,
        "drv_cap": 0,
    },
    "hold_path": {
        "hold_path.class": "reg2reg",
    },
}
-- power groups by stage --
stage | Sequential (mW) | Clock [mW] | Combinational (mW)
after CTS | 2.85 | 2.27 | 0.221
after global routing | 2.85 | 2.37 | 0.235
final | 2.85 | 2.23 | 0.217
-- placed cells by master (no fill, tap or decap), types with 51 or more instances in the layout --
master / instances
mux2_2: 93
clkdlybuf4s50_1: 72
clkbuf_16: 105
a21oi_1: 67
a22oi_1: 65
edfxtp_1: 1024
mux2i_1: 233
mux4_2: 75
dfxtp_1: 51
nand2_1: 83
buf_4: 86
-- layout make-up --
cell class              count  area (sq um)
inverters                   2         7.507
fillers                 12437         89370
well taps                1863          2331
repair buffers            159          1386
clock inverters            59         639.4
flip-flops and latches   1080         31880
multi-input cells         932          9559
clock buffers             138          2821
-- critical path, cell delays in order, from the launching register on --
cell	delay, ns
dfxtp_1	0.55
xnor2_1	0.16
nand3_1	0.19
nor2_1	0.27
clkdlybuf4s50_1	0.53
-- flip-flops by register name, summed over array words and instances, names as in the netlist, named ones only --
signal                                                  count
axis_fifo_wrapper_sv_inst.axis_fifo_inst.state_wr           1
axis_fifo_wrapper_sv_inst.axis_fifo_inst.m_axis.tvalid      1
axis_fifo_wrapper_sv_inst.axis_fifo_inst.s_axis.tready      1
axis_fifo_wrapper_sv_inst.axis_fifo_inst.index_wr           5
axis_fifo_wrapper_sv_inst.axis_fifo_inst.state_rd           1
axis_fifo_wrapper_sv_inst.axis_fifo_inst.m_axis.tdata      32
axis_fifo_wrapper_sv_inst.axis_fifo_inst.mem             1024
axis_fifo_wrapper_sv_inst.axis_fifo_inst.index_rd           5
axis_fifo_wrapper_sv_inst.axis_fifo_inst.index_rd_wr        5
-- routing by layer --
metal	routed length [microns]	GRT usage [%]	up-vias
li1	-	-	9033
met5	119	0.6175	-
met4	2641	3.381	4
met2	46260	22.74	1011
met1	35750	17.67	10216
met3	12000	8.825	142
-- logic make-up (layout without fill, tap and decap cells) --
| family | Yosys count | count (layout) | synth area share (%) |
|---|---|---|---|
| muxes | 450 | 450 | 15.16 |
| and+or+nand+nor | 219 | 219 | 2.498 |
| AOI/OAI and AO/OA | 239 | 239 | 3.901 |
| buffers and inverters | 124 | 358 | 1.865 |
| xor gates and xnor gates | 18 | 18 | 0.3760 |
| adders and majority gates | 6 | 6 | 0.1791 |
| DFF | 1080 | 1080 | 76.02 |
-- worst min-delay path by stage --
stage	from	end	depth (start not counted)
CTS	register	register	1
finish	register	register	1
global route	register	register	1
Power and IR drop assume default switching activity.
